==> /design/flow/design.v <==
`default_nettype none
module video (
  input             clk,
  input             reset,
  input             pal,
  output [7:0]      vga_r,
  output [7:0]      vga_b,
  output [7:0]      vga_g,
  output            vga_hs,
  output            vga_vs,
  output            vga_de,
  input  [6:0]      vga_data,
  output reg [15:0] vga_addr
);
  parameter HA = 640;
  parameter HS  = 96;
  parameter HFP = 16;
  parameter HBP = 48;
  parameter HT  = HA + HS + HFP + HBP;
  parameter VA = 480;
  parameter VS  = 2;
  parameter VFP = 11;
  parameter VBP = 31;
  parameter VT  = VA + VS + VFP + VBP;
  parameter VB  = 0;
  parameter VB2 = VB/2;
  parameter HB = 0;
  parameter HB2 = HB/2;
  parameter HA2 = HA/2;
  reg [23:0] ntsc_palette [0:127];
  initial begin
    ntsc_palette[0]   = 24'h000000;  
    ntsc_palette[1]   = 24'h404040;
    ntsc_palette[2]   = 24'h6c6c6c;
    ntsc_palette[3]   = 24'h909090;
    ntsc_palette[4]   = 24'hb0b0b0;
    ntsc_palette[5]   = 24'hc8c8c8;
    ntsc_palette[6]   = 24'hdcdcdc;
    ntsc_palette[7]   = 24'hececec;
    ntsc_palette[8]   = 24'h444400;  
    ntsc_palette[9]   = 24'h646410;
    ntsc_palette[10]  = 24'h848424;
    ntsc_palette[11]  = 24'ha0a034;
    ntsc_palette[12]  = 24'hb8b840;
    ntsc_palette[13]  = 24'hd0d050;
    ntsc_palette[14]  = 24'he8e85c;
    ntsc_palette[15]  = 24'hfcfc68;
    ntsc_palette[16]  = 24'h702800;  
    ntsc_palette[17]  = 24'h844414;
    ntsc_palette[18]  = 24'h985c28;
    ntsc_palette[19]  = 24'hac783c;
    ntsc_palette[20]  = 24'hbc8c4d;
    ntsc_palette[21]  = 24'hcca05c;
    ntsc_palette[22]  = 24'hdcb468;
    ntsc_palette[23]  = 24'hecc878;
    ntsc_palette[24]  = 24'h841800;  
    ntsc_palette[25]  = 24'h983418;
    ntsc_palette[26]  = 24'hac5030;
    ntsc_palette[27]  = 24'hc06848;
    ntsc_palette[28]  = 24'hd0985c;
    ntsc_palette[29]  = 24'he09470;
    ntsc_palette[30]  = 24'heca880;
    ntsc_palette[31]  = 24'hfcbc94;
    ntsc_palette[32]  = 24'h880000;  
    ntsc_palette[33]  = 24'h9c2020;
    ntsc_palette[34]  = 24'hb03c3c;
    ntsc_palette[35]  = 24'hc05858;
    ntsc_palette[36]  = 24'hd07070;
    ntsc_palette[37]  = 24'he08888;
    ntsc_palette[38]  = 24'heca0a0;
    ntsc_palette[39]  = 24'hfcb4b4;
    ntsc_palette[40]  = 24'h78005c;  
    ntsc_palette[41]  = 24'h8c2074;
    ntsc_palette[42]  = 24'ha03c88;
    ntsc_palette[43]  = 24'hb0589c;
    ntsc_palette[44]  = 24'hc070b0;
    ntsc_palette[45]  = 24'hd084c0;
    ntsc_palette[46]  = 24'hdc9cd0;
    ntsc_palette[47]  = 24'hecb0e0;
    ntsc_palette[48]  = 24'h480078;  
    ntsc_palette[49]  = 24'h602090;
    ntsc_palette[50]  = 24'h783ca4;
    ntsc_palette[51]  = 24'h8c58b8;
    ntsc_palette[52]  = 24'ha070cc;
    ntsc_palette[53]  = 24'hb484dc;
    ntsc_palette[54]  = 24'hc49cec;
    ntsc_palette[55]  = 24'hd4b0fc;
    ntsc_palette[56]  = 24'h140084;  
    ntsc_palette[57]  = 24'h302098;
    ntsc_palette[58]  = 24'h4c3cac;
    ntsc_palette[59]  = 24'h6858c0;
    ntsc_palette[60]  = 24'h7c70d0;
    ntsc_palette[61]  = 24'h9488e0;
    ntsc_palette[62]  = 24'ha8a0ec;
    ntsc_palette[63]  = 24'hbcb4fc;
    ntsc_palette[64]  = 24'h000088;  
    ntsc_palette[65]  = 24'h1c209c;
    ntsc_palette[66]  = 24'h3440b0;
    ntsc_palette[67]  = 24'h505cc0;
    ntsc_palette[68]  = 24'h6874d0;
    ntsc_palette[69]  = 24'h7c8ce0;
    ntsc_palette[70]  = 24'h90a4ec;
    ntsc_palette[71]  = 24'ha4b8fc;
    ntsc_palette[72]  = 24'h00187c;  
    ntsc_palette[73]  = 24'h1c3890;
    ntsc_palette[74]  = 24'h3854a8;
    ntsc_palette[75]  = 24'h5070bc;
    ntsc_palette[76]  = 24'h6888cc;
    ntsc_palette[77]  = 24'h7c9cdc;
    ntsc_palette[78]  = 24'h90b4ec;
    ntsc_palette[79]  = 24'ha4c8fc;
    ntsc_palette[80]  = 24'h002c5c;  
    ntsc_palette[81]  = 24'h1c4c78;
    ntsc_palette[82]  = 24'h386890;
    ntsc_palette[83]  = 24'h5084ac;
    ntsc_palette[84]  = 24'h689cc0;
    ntsc_palette[85]  = 24'h7cb4d4;
    ntsc_palette[86]  = 24'h90cce8;
    ntsc_palette[87]  = 24'ha4e0fc;
    ntsc_palette[88]  = 24'h003c2c;  
    ntsc_palette[89]  = 24'h1c5c48;
    ntsc_palette[90]  = 24'h387c64;
    ntsc_palette[91]  = 24'h509c80;
    ntsc_palette[92]  = 24'h68b494;
    ntsc_palette[93]  = 24'h7cd0ac;
    ntsc_palette[94]  = 24'h90e4c0;
    ntsc_palette[95]  = 24'ha4fcd4;
    ntsc_palette[96]  = 24'h003c00;  
    ntsc_palette[97]  = 24'h205c20;
    ntsc_palette[98]  = 24'h407c40;
    ntsc_palette[99]  = 24'h5c9c5c;
    ntsc_palette[100] = 24'h74b474;
    ntsc_palette[101] = 24'h8cd08c;
    ntsc_palette[102] = 24'ha4e4a4;
    ntsc_palette[103] = 24'hb8fcb8;
    ntsc_palette[104] = 24'h143800;  
    ntsc_palette[105] = 24'h345c1c;
    ntsc_palette[106] = 24'h507c38;
    ntsc_palette[107] = 24'h6c9850;
    ntsc_palette[108] = 24'h84b468;
    ntsc_palette[109] = 24'h9ccc7c;
    ntsc_palette[110] = 24'hb4e490;
    ntsc_palette[111] = 24'hc8fca4;
    ntsc_palette[112] = 24'h2c3000;  
    ntsc_palette[113] = 24'h4c501c;
    ntsc_palette[114] = 24'h687034;
    ntsc_palette[115] = 24'h848c4c;
    ntsc_palette[116] = 24'h9ca864;
    ntsc_palette[117] = 24'hb4c078;
    ntsc_palette[118] = 24'hccd488;
    ntsc_palette[119] = 24'he0ec9c;
    ntsc_palette[120] = 24'h442800;  
    ntsc_palette[121] = 24'h644818;
    ntsc_palette[122] = 24'h846830;
    ntsc_palette[123] = 24'ha08444;
    ntsc_palette[124] = 24'hb89c58;
    ntsc_palette[125] = 24'hd0b46c;
    ntsc_palette[126] = 24'he8cc7c;
    ntsc_palette[127] = 24'hfce08c;
  end
  reg [23:0] pal_palette [0:127];
  initial begin
    pal_palette[0]   = 24'h000000;  
    pal_palette[1]   = 24'h282828;
    pal_palette[2]   = 24'h505050;
    pal_palette[3]   = 24'h747474;
    pal_palette[4]   = 24'h949494;
    pal_palette[5]   = 24'hb4b4b4;
    pal_palette[6]   = 24'hd0d0d0;
    pal_palette[7]   = 24'hececec;
    pal_palette[8]   = 24'h444400;
    pal_palette[9]   = 24'h282828;
    pal_palette[10]  = 24'h505050;
    pal_palette[11]  = 24'h747474;
    pal_palette[12]  = 24'h949494;
    pal_palette[13]  = 24'hb4b4b4;
    pal_palette[14]  = 24'hd0d0d0;
    pal_palette[15]  = 24'hececec;
    pal_palette[16]  = 24'h805800;
    pal_palette[17]  = 24'h947020;
    pal_palette[18]  = 24'ha8843c;
    pal_palette[19]  = 24'hbc9c58;
    pal_palette[20]  = 24'hccac70;
    pal_palette[21]  = 24'hdcc084;
    pal_palette[22]  = 24'hecd09c;
    pal_palette[23]  = 24'hfce0b0;
    pal_palette[24]  = 24'h445c00;
    pal_palette[25]  = 24'h5c7820;
    pal_palette[26]  = 24'h74903c;
    pal_palette[27]  = 24'h8cac58;
    pal_palette[28]  = 24'ha0c070;
    pal_palette[29]  = 24'hb0d484;
    pal_palette[30]  = 24'hc4e89c;
    pal_palette[31]  = 24'hd4fcb0;
    pal_palette[32]  = 24'h703400;
    pal_palette[33]  = 24'h885020;
    pal_palette[34]  = 24'ha0683c;
    pal_palette[35]  = 24'hb48458;
    pal_palette[36]  = 24'hc89870;
    pal_palette[37]  = 24'hdcac84;
    pal_palette[38]  = 24'hecc09c;
    pal_palette[39]  = 24'hfcd4b0;
    pal_palette[40]  = 24'h006414;
    pal_palette[41]  = 24'h208034;
    pal_palette[42]  = 24'h3c9850;
    pal_palette[43]  = 24'h58b06c;
    pal_palette[44]  = 24'h70c484;
    pal_palette[45]  = 24'h84d89c;
    pal_palette[46]  = 24'h9ce8b4;
    pal_palette[47]  = 24'hb0fcc8;
    pal_palette[48]  = 24'h700014;
    pal_palette[49]  = 24'h882034;
    pal_palette[50]  = 24'ha03c50;
    pal_palette[51]  = 24'hb4586c;
    pal_palette[52]  = 24'hc87084;
    pal_palette[53]  = 24'hdc849c;
    pal_palette[54]  = 24'hec9cb4;
    pal_palette[55]  = 24'hfcb0c8;
    pal_palette[56]  = 24'h005c5c;
    pal_palette[57]  = 24'h207474;
    pal_palette[58]  = 24'h3c8c8c;
    pal_palette[59]  = 24'h58a4a4;
    pal_palette[60]  = 24'h70b8b8;
    pal_palette[61]  = 24'h84c8c8;
    pal_palette[62]  = 24'h9cdcdc;
    pal_palette[63]  = 24'hb0ecec;
    pal_palette[64]  = 24'h70005c;
    pal_palette[65]  = 24'h842074;
    pal_palette[66]  = 24'h943c88;
    pal_palette[67]  = 24'ha8589c;
    pal_palette[68]  = 24'hb470b0;
    pal_palette[69]  = 24'hc484c0;
    pal_palette[70]  = 24'hd09cd0;
    pal_palette[71]  = 24'he0b0e0;
    pal_palette[72]  = 24'h003c70;
    pal_palette[73]  = 24'h1c5888;
    pal_palette[74]  = 24'h3874a0;
    pal_palette[75]  = 24'h508cb4;
    pal_palette[76]  = 24'h68a4c8;
    pal_palette[77]  = 24'h7cb8dc;
    pal_palette[78]  = 24'h90ccec;
    pal_palette[79]  = 24'ha4e0fc;
    pal_palette[80]  = 24'h580070;
    pal_palette[81]  = 24'h6c2088;
    pal_palette[82]  = 24'h803ca0;
    pal_palette[83]  = 24'h9458b4;
    pal_palette[84]  = 24'ha470c8;
    pal_palette[85]  = 24'hb484dc;
    pal_palette[86]  = 24'hc49cec;
    pal_palette[87]  = 24'hd4b0fc;
    pal_palette[88]  = 24'h002070;
    pal_palette[89]  = 24'h1c3c88;
    pal_palette[90]  = 24'h3858a0;
    pal_palette[91]  = 24'h507484;
    pal_palette[92]  = 24'h6888c8;
    pal_palette[93]  = 24'h7ca0dc;
    pal_palette[94]  = 24'h90b4ec;
    pal_palette[95]  = 24'ha4c8fc;
    pal_palette[96]  = 24'h3c0080;
    pal_palette[97]  = 24'h542094;
    pal_palette[98]  = 24'h6c3ca8;
    pal_palette[99]  = 24'h8058bc;
    pal_palette[100] = 24'h9470cc;
    pal_palette[101] = 24'ha884dc;
    pal_palette[102] = 24'hb89cec;
    pal_palette[103] = 24'hc8b0fc;
    pal_palette[104] = 24'h000088;
    pal_palette[105] = 24'h20209c;
    pal_palette[106] = 24'h3c3cb0;
    pal_palette[107] = 24'h5858c0;
    pal_palette[108] = 24'h7070d0;
    pal_palette[109] = 24'h8484e0;
    pal_palette[110] = 24'h9c9cec;
    pal_palette[111] = 24'hb0b0fc;
    pal_palette[112] = 24'h000000;
    pal_palette[113] = 24'h282828;
    pal_palette[114] = 24'h505050;
    pal_palette[115] = 24'h747474;
    pal_palette[116] = 24'h949494;
    pal_palette[117] = 24'hb4b4b4;
    pal_palette[118] = 24'hd0d0d0;
    pal_palette[119] = 24'hececec;
    pal_palette[120] = 24'h000000;
    pal_palette[121] = 24'h282828;
    pal_palette[122] = 24'h505050;
    pal_palette[123] = 24'h747474;
    pal_palette[124] = 24'h949494;
    pal_palette[125] = 24'hb4b4b4;
    pal_palette[126] = 24'hd0d0d0;
    pal_palette[127] = 24'hececec;
  end
  reg [9:0] hc = 0;
  reg [9:0] vc = 0;
  always @(posedge clk) begin
    if (reset) begin
      hc <= 0;
      vc <= 0;
    end else if (hc == HT - 1) begin
      hc <= 0;
      if (vc == VT - 1) vc <= 0;
      else vc <= vc + 1;
    end else hc <= hc + 1;
  end
  assign vga_hs = !(hc >= HA + HFP && hc < HA + HFP + HS);
  assign vga_vs = !(vc >= VA + VFP && vc < VA + VFP + VS);
  assign vga_de = !(hc >= HA || vc >= VA);
  wire [7:0] x = hc[9:2] - HB2;
  wire [7:0] y = vc[9:1] - VB2;
  wire h_border = (hc < HB || hc >= (HA - HB));
  wire v_border = (vc < VB || vc >= VA - VB);
  wire border = h_border || v_border;
  reg [23:0] pixels;
  always @(posedge clk) begin
    vga_addr <= x < 160 ? y * 160 + x + 1 : (y + 1) * 160;
    pixels <= pal ? pal_palette[vga_data] : ntsc_palette[vga_data];
  end
  wire [23:0] col = border ? 0 : pixels;
  wire [7:0] red = col[23:16];
  wire [7:0] green = col[15:8];
  wire [7:0] blue = col[7:0];
  assign vga_r = !vga_de ? 8'b0 : red;
  assign vga_g = !vga_de ? 8'b0 : green;
  assign vga_b = !vga_de ? 8'b0 : blue;
endmodule
==> /design/flow/run.sh <==
#!/bin/bash
# OpenROAD 26Q1-2900-gdf79404cd8, Yosys 0.63+post, stock flow scripts
make -C /OpenROAD-flow-scripts/flow DESIGN_CONFIG=/design/flow/config.mk WORK_HOME=/design/flow/orfs finish
==> /design/flow/config.mk <==
export PLATFORM = sky130hd
export DESIGN_NAME = video
export DESIGN_NICKNAME = video
export VERILOG_FILES = /design/flow/design.v
export SDC_FILE = /design/flow/constraint.sdc
export NUM_CORES = 4
export LEC_CHECK = 1
export CORE_UTILIZATION = 30
export SYNTH_MEMORY_MAX_BITS = 65536
==> /design/flow/constraint.sdc <==
current_design video

set clk_period 7.0
set clk_io_pct 0.2

create_clock -name clk0 -period $clk_period [get_ports {clk}]

set non_clock_inputs [all_inputs -no_clocks]
set_input_delay [expr $clk_period * $clk_io_pct] -clock clk0 $non_clock_inputs
set_output_delay [expr $clk_period * $clk_io_pct] -clock clk0 [all_outputs]
==> flow_summary.yaml <==
# generated from flow reports
final_timing:
  finalSetupViolCount: 0
  tightestPinTransition_ns: 0.8589
  min_period_over_period: 0.6676
  setup_ws_ns: 2.327
  fmax_mhz: 214.0
  period_minus_slack_ns: 4.673
  finalClockSkew_ns: 0.005739
  hold_viol: 0
  drv_slew: 0
  rsz0062_at_grt: "false"
  timing.slew.headroom: 0.4263
  finalSetupTns_ns: 0
synth:
  mux_share: 0.04700
  async_reset_ff_frac: 0
  synthFlopType: "dfxtp_1"
  ys.flops: 55
  syn_inst: 1151
  syn_area_um2: 7854
  synth-area-yosys_um2: 7854
  edf_count: 0
  logic_family: "AND-OR/OR-AND gates"
  synth-xor-area-share: 0.04684
  yosysWarnings: 1
  syn_area_per_cell_um2: 6.823
  yosys_cells: 1151
  simple_gate_area_frac: 0.2554
  ys_seq_share: 0.1402
  ys_sh_aoi: 0.3365
  adder_share: 0.09431
  ys_types: 79
clocking:
  cts_buffer_depth: 2
  cts_tree: "built"
  post_cts_resize_count: 0
  cts_setup_buffers: 0
  h-tree-depth: 2
  numCtsBuffers: 5
  clock_latency_ns: 0.31
  clkTransAtPathRegs_ns: 0.08
  cts-hold-fix-buffers: 0
  clock-sinks: 55
  cts_root_buffer: "clkbuf_16"
place:
  place_congestion: 1.017
  place_ws_ns: 2.134
  port_buffers: 47
  dp_hpwl_mm: 26.09
worst_hold_path:
  holdCritPathClass: "flip-flop to flip-flop"
  min_to: "hc[0]"
  hold_path_startpoint: "hc[0]"
  holdPathStages: 1
flow_run:
  warning_count: 49
  maxCapViolations: 0
global_route:
  grt.overflow.total: 0
  grt_first_pass_wirelength_mm: 53.33
  grt_max_degree: 64
  antenna_found_initial: 0
  grt_use_total: 0.2712
  grt_pass1_vias: 8376
cells_and_area:
  fill_cells: 2759
  final_common_cell: "nor2_1"
  final_layout_top_logic_cells: "nor2_1 (113), a21oi_1 (106), nand2_1 (99)"
  area_growth_pct: 9.017
  logic_area_um2: 6150
  utilization: 0.3371
  regArea_um2: 1101
  layout-drive-gt1-share: 0.06066
pwr:
  leakage_nw: 3.213
  ir_drop_mv: 0.1097
  p_per_area_nw_per_um2: 125.1
route:
  num_antenna_cells: 0
  vias: 9062
  wire_per_inst_um: 24.91
  viasPerCell: 6.245
  drt_iter0_markers: 1148
  final_antenna_net_count: 0
  dr.pass1.iters: 6
  routed_wl_mm: 36.15
  drcViolationCount: 0
setup_path:
  cp_max_fo: 32
  reg2reg_from: "vc[1]"
  critical_path_class: "input port to flip-flop"
  cp-end-kind: "flip-flop"
  slowest_stage: "ha_1"
  cp_data_required_time_ns: 7.21
  critPathMaxStageDelay_ns: 0.68
  cp-start-kind: "input port"
  ff2ff_setup_slack_ns: 3.72
  arrival_ns: 4.88
  worstPathCellList: "clkdlybuf4s50_1 -> buf_4 -> inv_1 -> ha_1 -> nand2b_1 -> a21oi_1 -> o311ai_0 -> o211ai_1 -> a32o_1"
  r2r-end: "vga_addr[14]"
  rr_worst_depth: 11
floorplanning:
  rows: 58
  ios: 53
  die-area_um2: 26830
  die_w_um: 163.8
  core_um2: 25400
  die_h_um: 163.8
  initial_core_util: 0.3092
run_status:
  outcome: "completed"
area by class of cell:
type,instances,share of cell area
sequential,55,0.1286
clock inverter,3,0.003215
multi-input combinational,959,0.7183
tap,330,0.04822
timing repair buffer,71,0.07482
clock buffer,5,0.01461
inverter,28,0.01228
synthesized netlist by cell type, types with 11 or more instances:
cell | instances | area (um^2)
a211oi_1 | 32 | 240.2
ha_1 | 56 | 700.7
dfxtp_1 | 55 | 1101
inv_1 | 24 | 90.09
a31oi_1 | 32 | 200.2
and2_1 | 31 | 193.9
buf_4 | 11 | 82.58
o311ai_0 | 14 | 122.6
nor2_1 | 113 | 424.2
a221oi_1 | 11 | 96.34
buf_2 | 29 | 145.1
clkbuf_1 | 58 | 217.7
o211ai_1 | 21 | 157.7
nor2b_1 | 20 | 125.1
nand2_1 | 99 | 371.6
nand3_1 | 37 | 185.2
o21ai_0 | 89 | 445.4
mux2i_1 | 14 | 140.1
a21oi_1 | 106 | 530.5
buf_1 | 12 | 45.04
nor3_1 | 52 | 260.3
a311oi_1 | 14 | 122.6
xnor2_1 | 23 | 201.4
nand2b_1 | 21 | 131.4
xor2_1 | 19 | 166.4
worst max-delay path, delay by kind of cell:
family,cells,cell delay (ns)
AOI/OAI and AO/OA,4,1.10
buffers and inverters,3,1.09
and+or+nand+nor,1,0.59
adders and majority gates,1,0.68
layer usage:
layer  routed length (um)  part of all wire  global-route usage
met3                 3559             0.098             0.05460
met2                15300              0.42              0.4031
met4                 2674             0.074              0.1633
met1                14610              0.40              0.3628
met5                    0                 0                   0
flip-flops by register name, indices dropped and copies added (netlist names):
register,cells
hc,10
pixels,19
vga_addr,16
vc,10
how the worst max path moves through the flow:
stage	start	to	slack, ns	cells past startpoint
after global routing	vga_data[1]	pixels[3]	2.17	10
after CTS	vga_data[1]	pixels[21]	2.42	9
final	vga_data[1]	pixels[21]	2.33	9
report_power, final:
part / internal, W / switching, W / total [W]
Sequential: 0.000330 / 0.00000656 / 0.000337
Combinational: 0.000158 / 0.000301 / 0.000459
Clock: 0.000137 / 0.000139 / 0.000276
metrics by stage:
stage	hold WS, ns	cells	instance area [um^2]	total power, W
3_3_place_gp	0.4453	1443	8409	0.0008010
3_5_place_dp	0.4563	1443	8409	0.0007865
2_1_floorplan	0.4297	1155	7869	0.0006197
5_1_grt	0.4928	1451	8562	0.001119
4_1_cts	0.4760	1451	8562	0.001066
6_report	0.4688	1451	8562	0.001071
cell families (layout without fill, tap and decap cells):
family,after synthesis,after routing
AOI/OAI and AO/OA,407,407
xor gates and xnor gates,42,42
adders and majority gates,58,58
buffers and inverters,141,107
DFF,55,55
muxes,28,28
other,1,5
and+or+nand+nor,419,419
Power and IR drop assume default switching activity.
